==> ./design.v <==
module alu (
    input [3:0] opcode,
    input [16-1:0] operand_a,
    input [16-1:0] operand_b,
    output reg [16-1:0] result,
    output reg cmp_flag
);
    always @(*) begin
        cmp_flag = 0;
        result = 0;
        case (opcode)
            4'b0000: result = operand_a + operand_b;
            4'b0001: result = operand_a - operand_b;
            4'b0010: result = operand_a * operand_b;
            4'b0011: begin
                if (operand_a < operand_b)
                    cmp_flag = 1;
                else
                    cmp_flag = 0;
            end
            default: result = 0;
        endcase
    end
endmodule
==> ./run.sh <==
#!/bin/bash
# OpenROAD 26Q1-2900-gdf79404cd8, Yosys 0.63+post, stock flow scripts
make -C /OpenROAD-flow-scripts/flow DESIGN_CONFIG=/design/flow/config.mk WORK_HOME=/design/flow/orfs finish
==> ./config.mk <==
export PLATFORM = sky130hd
export DESIGN_NAME = alu
export DESIGN_NICKNAME = alu
export VERILOG_FILES = /design/flow/design.v
export SDC_FILE = /design/flow/constraint.sdc
export NUM_CORES = 4
export LEC_CHECK = 1
export CORE_UTILIZATION = 50
==> ./constraint.sdc <==
current_design alu

set clk_period 13.3
set clk_io_pct 0.2

create_clock -name clk0 -period $clk_period

set non_clock_inputs [all_inputs -no_clocks]
set_input_delay [expr $clk_period * $clk_io_pct] -clock clk0 $non_clock_inputs
set_output_delay [expr $clk_period * $clk_io_pct] -clock clk0 [all_outputs]
==> flow_metrics.env <==
# implementation run metrics
export IMPL_required_ns=10.64
export IMPL_mostFrequentLayoutCells="141 x inv_1, 85 x nand2_1, 82 x ha_1"
export IMPL_ios=53
export IMPL_hold_depth=3
export IMPL_grt_ovfl_total=0
export IMPL_fp_row_count=37
export IMPL_flop_area_um2=0
export IMPL_grt_pass1_vias=4746
export IMPL_post_drt_wl_per_cell_um=17.1
export IMPL_synth_distinct_cells=51
export IMPL_lay_top_count="inv_1"
export IMPL_drive_above_1_share_pct=1.78
export IMPL_seq_cell_count=0
export IMPL_worstPathCellList="clkdlybuf4s50_1, ha_1, inv_1, fa_1, fa_1, inv_1, ha_1, fa_1, ha_1, inv_1, fa_1, inv_1, ha_1, o21a_1, o31a_1, o21ai_1, nand2b_1, a21o_1, a41oi_1, nor2b_1, xor2_1, o22ai_1, clkdlybuf4s50_1"
export IMPL_num_clock_buffers=0
export IMPL_area_delta_synth_final_pct=11.1
export IMPL_core_area_um2=10500
export IMPL_crit_type="in2out"
export IMPL_postCtsSetupRepairBufs=0
export IMPL_postRouteAntennaNets=0
export IMPL_yosys_stat_area_um2=5490
export IMPL_warnings=48
export IMPL_hold_viol_final=0
export IMPL_setup_viol=0
export IMPL_cp_start_kind="primary input"
export IMPL_holdCritPathClass="in2out"
export IMPL_hold_buffers=0
export IMPL_dieArea_um2=11400
export IMPL_grt_max_degree=24
export IMPL_fillCellCount=946
export IMPL_finalCriticalPeriod_ns=11.43
export IMPL_netlist_area_um2=5490
export IMPL_irDropWorstVdd_uv=324
export IMPL_layout_area_comb_um2=4840
export IMPL_largest_area_cell="fa_1"
export IMPL_holdPathEnd="result[0]"
export IMPL_pre_cts_slack_ns=1.89
export IMPL_fp_util_pct=52.5
export IMPL_grt_total_usage_pct=29.8
export IMPL_drc_errors=0
export IMPL_io_buffers=53
export IMPL_max_slew_worst_pin_slew_ns=0.809
export IMPL_fp_dieW_um=107
export IMPL_synth_avg_cell_area_um2=7.82
export IMPL_maxSlewHeadroom_pct=45.9
export IMPL_vias=4595
export IMPL_post_route_period_util_pct=86.0
export IMPL_fmax_mhz=87.5
export IMPL_n_antenna_cell=0
export IMPL_cts_resized=0
export IMPL_hp_start="opcode[3]"
export IMPL_gp_congestion=0.966
export IMPL_wirelength_um=14800
export IMPL_drt_iter0_markers=181
export IMPL_rsz0062_at_grt="no"
export IMPL_worst_setup_path_end_kind="output port"
export IMPL_antenna_found_initial=0
export IMPL_maxSlewViolCount=0
export IMPL_postSynthCellCount=702
export IMPL_synthTopCellsByArea="fa_1 30%, ha_1 19%, inv_1 9.6%"
export IMPL_ys_seq_share_pct=0
export IMPL_drv_cap=0
export IMPL_power_density_nw_per_um2=153
export IMPL_cp_max_fo=14
export IMPL_ys_cells=702
export IMPL_slowest_delay_ns=0.88
export IMPL_die_h_um=107
export IMPL_status="completed"
export IMPL_top_area_share_pct=29.5
export IMPL_via_per_inst=5.31
export IMPL_synth_warnings=1
export IMPL_grt_pass1_wl_um=24800
export IMPL_p_leak_nw=2.99
export IMPL_fin_hold_ws_ns=6.30
export IMPL_cp_data_arrival_time_ns=8.77
export IMPL_setup_ws_ns=1.87
export IMPL_setup_tns_ns=0
export IMPL_hpwl_um=12300
export IMPL_first_pass_iters=4
export IMPL_worst_path_max_delay_cell="clkdlybuf4s50_1"
==> cells by family (layout without fill, tap and decap cells) <==
| group | after synthesis | after routing | share of synthesized area (%) |
|---|---|---|---|
| fa+ha+maj | 163 | 163 | 48.2 |
| simple gates | 215 | 215 | 19.0 |
| xor+xnor | 53 | 53 | 8.45 |
| compound gates | 100 | 100 | 12.3 |
| buf+inv | 170 | 198 | 11.9 |
| mux | 1 | 1 | 0.182 |
==> metal layers <==
metal | vias to the layer above | track usage, % | wire length (µm)
met3 | 6 | 8.56 | 1120
li1 | 2264 | - | -
met5 | - | 2.38 | 0
met4 | 0 | 1.17 | 66
met1 | 2202 | 45.7 | 7110
met2 | 123 | 45.8 | 6490
==> cell type report <==
class	instances	area share (%)
Inverter	141	8.68
Multi-Input combinational cell	532	79.3
Tap cell	136	2.79
Timing Repair Buffer	57	9.19
==> worst max-delay path: cells and delay by family <==
family / cells / cell delay (ns)
adders and majority gates: 8 / 3.11
buffers and inverters: 6 / 1.53
AOI/OAI and AO/OA: 6 / 0.97
and+or+nand+nor: 2 / 0.29
xor gates and xnor gates: 1 / 0.20
==> metrics by stage <==
stage               util [%]  std cells  instance area, µm²  total power, W
floorplan                  -        702                5490        0.000712
global placement        58.3        866                6100        0.000920
detailed placement      58.3        866                6100        0.000931
CTS                     58.3        866                6100        0.000937
global route            58.3        866                6100         0.00105
finish                  58.3        866                6100        0.000931
==> synth_stat cells (all sizes together), types with 9 or more instances <==
| library cell | number |
|---|---|
| nand2 | 85 |
| o21ai | 26 |
| clkbuf | 23 |
| inv | 141 |
| nor2 | 32 |
| xor2 | 13 |
| o22ai | 11 |
| a21oi | 20 |
| xnor2 | 40 |
| nand2b | 9 |
| fa | 81 |
| and2 | 52 |
| ha | 82 |
| nor3 | 14 |
==> power by group <==
part | total [W] | internal [W] | switching, W | leakage, nW
sequential | 0 | 0 | 0 | 0
combinational | 0.000931 | 0.000438 | 0.000492 | 2.99
clock | 0 | 0 | 0 | 0
==> worst max-delay path by stage <==
stage / startpoint / endpoint / slack, ns / cells after the start
4_1_cts: operand_a[3] / result[13] / 1.87 / 23
5_1_grt: operand_a[3] / result[13] / 1.53 / 23
6_report: operand_a[3] / result[13] / 1.87 / 23
No activity file was given, so power comes from the tool's default toggle rates.
